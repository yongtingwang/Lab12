**design/flow/config.mk**
```make
export PLATFORM = sky130hd
export DESIGN_NAME = LCD_decoder
export DESIGN_NICKNAME = LCD_decoder
export VERILOG_FILES = /design/flow/design.v
export SDC_FILE = /design/flow/constraint.sdc
export NUM_CORES = 4
export LEC_CHECK = 1
export CORE_AREA = 10 10 108 108
export DIE_AREA = 0 0 118 118
```
**design/flow/run.sh**
```bash
#!/bin/bash
# OpenROAD 26Q1-2900-gdf79404cd8, Yosys 0.63+post, stock flow scripts
make -C /OpenROAD-flow-scripts/flow DESIGN_CONFIG=/design/flow/config.mk WORK_HOME=/design/flow/orfs finish
```
**design/flow/design.v**
```verilog
`timescale 1ns / 1ps
`timescale 1ns / 1ps
module LCD_decoder(
output reg [255:0]mark,
input [3:0]bcd
    );
always @*
	case(bcd)
    4'd0: mark = 256'h0000_0000_0ff0_0ff0_3c3c_3c3c_3cfc_3cfc_3f3c_3f3c_3c3c_3c3c_0ff0_0ff0_0000_0000;
	 4'd1: mark = 256'h0000_0000_03c0_03c0_0fc0_0fc0_03c0_03c0_03c0_03c0_03c0_03c0_3ffc_3ffc_0000_0000;
	 4'd2: mark = 256'h0000_0000_0ff0_0ff0_3c3c_3c3c_00f0_00f0_03c0_03c0_0f00_0f00_3ffc_3ffc_0000_0000;
	 4'd3: mark = 256'h0000_0000_3ffc_3ffc_00f0_00f0_03c0_03c0_00f0_00f0_3c3c_3c3c_0ff0_0ff0_0000_0000;
	 4'd4: mark = 256'h0000_0000_00f0_00f0_03f0_03f0_0ff0_0ff0_3cf0_3cf0_3ffc_3ffc_00f0_00f0_0000_0000;
	 4'd5: mark = 256'h0000_0000_3ffc_3ffc_3c00_3c00_3ff0_3ff0_003c_003c_3c3c_3c3c_0ff0_0ff0_0000_0000;
	 4'd6: mark = 256'h0000_0000_0ff0_0ff0_3c00_3c00_3ff0_3ff0_3c3c_3c3c_3c3c_3c3c_0ff0_0ff0_0000_0000;
	 4'd7: mark = 256'h0000_0000_3ffc_3ffc_003c_003c_00f0_00f0_03c0_03c0_0f00_0f00_0f00_0f00_0000_0000;
	 4'd8: mark = 256'h0000_0000_0ff0_0ff0_3c3c_3c3c_0ff0_0ff0_3c3c_3c3c_3c3c_3c3c_0ff0_0ff0_0000_0000;
	 4'd9: mark = 256'h0000_0000_0ff0_0ff0_3c3c_3c3c_0ffc_0ffc_003c_003c_00f0_00f0_0fc0_0fc0_0000_0000;
	 4'd10: mark = 256'h0000_0000_03c0_03c0_0ff0_0ff0_3c3c_3c3c_3c3c_3c3c_3ffc_3ffc_3c3c_3c3c_0000_0000;
	 4'd11: mark = 256'h0000_0000_3ff0_3ff0_3c3c_3c3c_3c3c_3c3c_3ff0_3ff0_3c00_3c00_3c00_3c00_0000_0000; 
	 4'd12: mark = 256'h0000_0000_0ff0_0ff0_3c3c_3c3c_3c00_3c00_3c00_3c00_3c3c_3c3c_0ff0_0ff0_0000_0000;
	 4'd13: mark = 256'h0000_0000_3fc0_3fc0_3cf0_3cf0_3c3c_3c3c_3c3c_3c3c_3cf0_3cf0_3fc0_3fc0_0000_0000;
	 4'd14: mark = 256'h0000_0000_3ffc_3ffc_3c00_3c00_3ff0_3ff0_3c00_3c00_3c00_3c00_3ffc_3ffc_0000_0000;
	 4'd15: mark = 256'h0000_0000_781e_781e_7e7e_7e7e_7ffe_7ffe_799e_799e_781e_781e_781e_781e_0000_0000; 
	 default: mark = 256'h0000_0000_0000_0000_0000_0000_0000_0000_0000_0000_0000_0000_0000_0000_0000_0000;
  endcase
endmodule
```
**design/flow/constraint.sdc**
```tcl
current_design LCD_decoder

set clk_period 1.5
set clk_io_pct 0.2

create_clock -name clk0 -period $clk_period

set non_clock_inputs [all_inputs -no_clocks]
set_input_delay [expr $clk_period * $clk_io_pct] -clock clk0 $non_clock_inputs
set_output_delay [expr $clk_period * $clk_io_pct] -clock clk0 [all_outputs]
```
==> summary.log <==
INFO  die            initial_core_utilization=26.7%
INFO  placed_design  port-buffer-count=172
INFO  drt            routedWlPerCell=17.3µm
INFO  yosys          synth_sequential_area_ratio=0%
INFO  layout         flow.area_growth_from_synthesis=97.3%
INFO  layout         final_layout_top_logic_cell=buf_6
INFO  global_routing global_route.usage.total=13.3%
INFO  die            floorplan.rows=35
INFO  yosys          post_synth_instance_area=2480µm²
INFO  placed_design  dp.cells=587
INFO  sta            slew_viol_final=0
INFO  worst_setup_path endpoint_kind=output pin
INFO  global_routing grt_max_degree=25
INFO  global_routing global_route.usage.met1=15.0%
INFO  sta            grt_setup_unrepaired=yes
INFO  hold_path      hp-class=input pin to output pin
INFO  layout         clock_buffers=0
INFO  global_routing grt_use_met3=3.11%
INFO  sta            layout_setup_ws=-532ps
INFO  layout         finalInstanceArea=4890µm²
INFO  power          leakagePower=2.55nW
INFO  drt            drt.antenna.violating_nets=0
INFO  die            design.die.area=13900µm²
INFO  global_routing first_global_vias=2713
INFO  run            drv_cap=0
INFO  global_routing top_usage_layer=met2
INFO  die            die_ht=118µm
INFO  sta            post-route-min-period=2030ps
INFO  layout         flop_area=0µm²
INFO  drt            antenna-diode-count=0
INFO  worst_setup_path timing_worst_setup_path_type=input pin to output pin
INFO  global_routing global_route.overflow_total=0
INFO  layout         n_fill_cell=777
INFO  yosys          yosys.cell_types.count=33
INFO  yosys          synth_warnings=1
INFO  drt            drc=0
INFO  cts            count_of_hold_fix_buffers_inserted_at_cts=0
INFO  outcome        status=finished with violations
INFO  drt            drt_pass1_iterations=4
INFO  global_routing grt_first_pass_wirelength=15.5mm
INFO  sta            setup_viol=160
INFO  sta            fmax=492MHz
INFO  power          power.total=0.00158W
INFO  layout         seq_cell_count=0
INFO  power          power_per_cell_area=323nW/µm²
INFO  power          ir_worst_vdd=106µV
INFO  layout         most-common-layout-cells=130 x buf_6, 88 x conb_1, 60 x buf_2
INFO  global_routing grt_use_met2=25.6%
INFO  worst_setup_path worstPathCellList=buf_8 -> clkinvlp_4 -> buf_6 -> ha_4 -> nand2b_4 -> a21oi_4 -> a21oi_2 -> clkdlybuf4s50_1
INFO  yosys          yosys-stat-cells=362
INFO  worst_setup_path critical_path.max_stage_delay=500ps
INFO  drt            drtIter0Drc=79
INFO  worst_setup_path critical_path.max_fanout=5
INFO  worst_setup_path cp_data_arrival_time=1730ps
INFO  sta            final.period_utilization=135%
INFO  worst_setup_path worst_path_dominant_cell_family=buffers and inverters
INFO  yosys          synth.avg_cell_area=6.85µm²
INFO  layout         final_cells=678
INFO  die            die_w=118µm
INFO  placed_design  place_area=3650µm²
INFO  worst_setup_path critPathSlowestCell=clkdlybuf4s50_1
INFO  die            io_pins=260
INFO  yosys          yosys-stat-area=2480µm²
INFO  drt            viasPerCell=4.00
INFO  worst_setup_path critical_path_buf_inv_count=4
INFO  drt            routed-via-count=2710
INFO  die            placeableCoreArea=9280µm²
INFO  layout         share_of_cells_above_drive_strength_1=76.0%
INFO  placed_design  detailedPlacementHpwl=7.97mm
INFO  outcome        violations=setup timing
INFO  placed_design  gp_congestion=0.823
INFO  drt            totalWireLength=11.7mm
INFO  layout         final_core_utilization=52.7%
INFO  yosys          synth_cells=362
INFO  run            openroad.warnings=43
INFO  worst_setup_path data_required_time_at_the_worst_endpoint=1200ps
INFO  global_routing antenna_violations_before_repair=0
INFO  worst_setup_path crit_path_start_kind=input pin
INFO  sta            hold_violations=0
-- through the flow --
stage	setup TNS (ps)	setup WS [ps]	hold WS, ps
after floorplan	-5210	-160	653
after global placement	-190120	-1270	1460
after detailed placement	-190810	-1290	1450
after CTS	-60310	-552	1040
after global routing	-56290	-578	1040
final	-49650	-532	1010
-- power breakdown --
group          internal, W  total [W]  switching (W)
clock network            0          0              0
registers                0          0              0
logic             0.000966    0.00158       0.000616
-- repair_timing --
item | 4_1_cts | 5_1_grt
pin swaps | 44 | 42
setup endpoints to repair | 168 | 168
gates cloned | 0 | 3
buffers inserted | 62 | 47
resized | 552 | 200
-- metal layers --
layer,part of all wire [%],vias up,routed length (µm)
met5,0,-,0
met2,53,144,6210
met4,0.71,0,83
li1,-,1242,-
met3,6.7,6,784
met1,40,1318,4640
-- synthesized netlist by cell type (2+ instances only) --
master    number  area [µm²]
buf_4        210        1580
ha_1          10         125
or2_2          2        12.5
nand2b_1       8        50.1
buf_2          9        45.0
nand2_1       20        75.1
clkbuf_1       2        7.51
a21oi_1       21         105
nor3_1         2        10.0
nor2_1        12        45.0
a21boi_0       3        22.5
nand3_1        5        25.0
o21ai_0       14        70.1
a21o_1         6        45.0
mux2_2         2        22.5
and2_1         2        12.5
a31oi_1        4        25.0
mux2i_1        5        50.1
inv_1          9        33.8
nor2b_1        2        12.5
and3_1         2        12.5
-- cells by family after synthesis --
family                     after synthesis  share of synthesized area (%)
AOI/OAI and AO/OA                       55                           13.2
muxes                                    7                           2.93
and+or+nand+nor                         58                           11.2
buffers and inverters                  231                           67.5
other                                    1                          0.151
adders and majority gates               10                           5.05
-- layout make-up --
class | count | area, µm² | share of cell area (%)
tap | 129 | 161 | 3.30
timing repair buffer | 322 | 2820 | 57.7
multi-input combinational | 218 | 1860 | 38.0
inverter | 9 | 47.5 | 0.972
-- path summary, 6_finish.rpt --
path                from   endpoint  slack [ps]  depth (start not counted)
setup / recovery  bcd[1]  mark[203]        -530                          8
hold / removal    bcd[0]   mark[52]        1010                          4
Power figures rest on the tool's default switching activity, not on a simulated workload.
